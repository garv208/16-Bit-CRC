`flow/design.v`:
```
`timescale 1ns / 1ps
module CRC_module(Din, Clk, R, Ld, sl,crc
    );
	 input [3:0]Din;
	 input Clk;
	 input R;
	 input Ld, sl;
	 output [15:0] crc;
	 wire [19:0]feed;
	 wire shift_out;
	 wire [15:0] CRC;
	 assign crc = CRC;
	 Mux_2x1 mux(.sl(sl), .a(Din), .b(CRC), .out(feed));
	 LSR_16 lsr(.Din(feed), .Clk(Clk), .Reset(R), .Ld(Ld) , .shift_out(shift_out));
	 LFSR_2 lfsr(.R(R), .Clk(Clk), .input_data(shift_out), .CRC_16(CRC));
endmodule
`timescale 1ns / 1ps
module D_FF(input D,
    input Clk,
    input R,
    output reg Q);
    initial begin
        Q = 1'b0;
    end
    always @(posedge Clk)
    begin
        if(R)
            Q = 1'b0;
        else
            Q = D;
    end
endmodule
`timescale 1ns / 1ps
module LFSR_2(input input_data,
    input Clk, R,
    output [15:0]CRC_16);
    D_FF D1(.R(R), .Clk(Clk), .D(input_data^CRC_16[15]), .Q(CRC_16[0]));
    D_FF D2(.R(R), .Clk(Clk), .D(CRC_16[0]), .Q(CRC_16[1]));
    D_FF D3(.R(R), .Clk(Clk), .D(CRC_16[1]),.Q(CRC_16[2]));
    D_FF D4(.R(R), .Clk(Clk), .D(CRC_16[2]),.Q(CRC_16[3]));
    D_FF D5(.R(R), .Clk(Clk), .D(CRC_16[3]),.Q(CRC_16[4]));
    D_FF D6(.R(R), .Clk(Clk), .D(CRC_16[4]^CRC_16[15]),.Q(CRC_16[5]));
    D_FF D7(.R(R), .Clk(Clk), .D(CRC_16[5]),.Q(CRC_16[6]));
    D_FF D8(.R(R), .Clk(Clk), .D(CRC_16[6]),.Q(CRC_16[7]));
    D_FF D9(.R(R), .Clk(Clk), .D(CRC_16[7]),.Q(CRC_16[8]));
    D_FF D10(.R(R), .Clk(Clk), .D(CRC_16[8]),.Q(CRC_16[9]));
    D_FF D11(.R(R), .Clk(Clk), .D(CRC_16[9]),.Q(CRC_16[10]));
    D_FF D12(.R(R), .Clk(Clk), .D(CRC_16[10]),.Q(CRC_16[11]));
    D_FF D13(.R(R), .Clk(Clk), .D(CRC_16[15]^CRC_16[11]),.Q(CRC_16[12]));
    D_FF D14(.R(R), .Clk(Clk), .D(CRC_16[12]),.Q(CRC_16[13]));
    D_FF D15(.R(R), .Clk(Clk), .D(CRC_16[13]),.Q(CRC_16[14]));
    D_FF D16(.R(R), .Clk(Clk), .D(CRC_16[14]), .Q(CRC_16[15]));
endmodule
`timescale 1ns / 1ps
module LSR_16(input Clk, Reset , Ld,
    input [19:0] Din,
    output reg shift_out);
    reg [19:0] shift_data;
    always @(posedge Reset or posedge Ld)
    begin
        if(Reset)
            shift_data = 20'b0;
        else if(Ld)
            shift_data = Din[19:0];
    end
    always @(negedge Clk)
    if(Ld)
    begin
        shift_out <= shift_data[19];
        shift_data[19:1]<= shift_data[18:0];
        shift_data[0]<= 1'b0;
    end
endmodule
`timescale 1ns / 1ps
module Mux_2x1(input [3:0] a,
    input [15:0]b,
    input sl,
    output reg [19:0] out);
    always @ (sl)
    begin
        if(sl)
            out = {a, b[15:0]};
        else
            out = {a, 16'b0};
    end
endmodule
```
`flow/run.sh`:
```
#!/bin/bash
# OpenROAD 26Q1-2900-gdf79404cd8, Yosys 0.63+post, stock flow scripts
make -C /OpenROAD-flow-scripts/flow DESIGN_CONFIG=/design/flow/config.mk WORK_HOME=/design/flow/orfs finish
```
`flow/config.mk`:
```
export PLATFORM = sky130hd
export DESIGN_NAME = CRC_module
export DESIGN_NICKNAME = CRC_module
export VERILOG_FILES = /design/flow/design.v
export SDC_FILE = /design/flow/constraint.sdc
export NUM_CORES = 4
export LEC_CHECK = 1
export CORE_AREA = 10 10 70 70
export DIE_AREA = 0 0 80 80
```
`flow/constraint.sdc`:
```
current_design CRC_module

set clk_period 1.0
set clk_io_pct 0.2

create_clock -name clk0 -period $clk_period [get_ports {Clk}]
create_clock -name clk1 -period $clk_period [get_ports {Ld}]

set non_clock_inputs [all_inputs -no_clocks]
set_input_delay [expr $clk_period * $clk_io_pct] -clock clk0 $non_clock_inputs
set_output_delay [expr $clk_period * $clk_io_pct] -clock clk0 [all_outputs]
```
==> ci_impl_report.md <==
## Synthesis and layout report

| Metric | Value |
|---|---|
| Drt drc | `0` |
| Total power | `0.00109 W` |
| H-tree levels | `1` |
| Mapped cell area | `between 500 and 600 µm²` |
| Per-cell routed wire length | `9.61 µm` |
| Slew Limit Fails | `0` |
| Hold Slack | `roughly 0.46 ns` |
| Ys cells | `about 51` |
| RD Place Congestion | `0.671` |
| Flop area | `340 µm²` |
| I/O pins | `24` |
| CP delay by family, top | `flip-flops` |
| Share of cells above drive strength 1 | `81.0%` |
| Clock Tree Buf Depth | `2` |
| PD cells | `1480 nW/µm²` |
| Yosys stat area | `589 µm²` |
| Endpoint class of the critical path | `primary output` |
| Max_slew headroom | `91.9%` |
| Synth area leader | `dfxtp_1` |
| Hold Vio Cnt, Final | `0` |
| Post-cts hold-fix buffer tally | `0` |
| # diodes | `0` |
| Area delta synth->final | `24.6%` |
| Worst path slowest cell | `dfxtp_2` |
| Detail Route Antenna Nets | `0` |
| Die Size | `6400 µm²` |
| Fin Setup TNS | `0 ns` |
| Routed wire length | `1050 µm` |
| Worst Tran Pin Value | `0.120 ns` |
| Final core occ | `21.5%` |
| Startpoint types | `register` |
| First-pass GRT wire length | `1520 µm` |
| RSZ-0062 raised after global routing | `no` |
| Worst min path class | `reg -> reg` |
| Num CTS Buffers | `3` |
| Footprint of the multi-input gates | `between 100 and 150 µm²` |
| Crit-path max FO | `2` |
| Setup-failing EPs final | `0` |
| Dominant cell area share | `54.4%` |
| GRT Util Overall | `3.13%` |
| Core footprint | `3420 µm²` |
| Initial antenna violation count | `0` |
| Layout Skew | `roughly 0.0035 ns` |
| Grt ovf | `0` |
| Initial cell density of the core | `17.3%` |
| Post-Syn Instances | `51` |
| Vias in the first global route | `312` |
| Crit-path max cell delay | `between 0.3 and 0.4 ns` |
| Largest net degree at the start of global routing | `13` |
| Worst path arrival time | `between 0.7 and 0.8 ns` |
| Crit path buffers/inverters | `1` |
| DRT iter0 DRCs | `11` |
| Sequential area share after synthesis | `~54%` |
| Yosys warnings | `43` |
| Clk slew on worst S/H paths | `0.09 ns` |
| Worst path required time | `roughly 0.8 ns` |
| Count of tool warnings | `32` |
| Chip Width | `80 µm` |
| Die Y | `80 µm` |
| Drt first pass iters | `2` |
| Status | `finished, final reports clean` |
| Total of max-cap violations | `0` |
| Syn_area_per_cell | `11.6 µm²` |
| Dominant cells by area after synthesis | `dfxtp_1 54%, buf_4 20%, nor2b_2 10%, and2b_1 7.6%, xnor2_1 3.0%` |
| CTS tree | `yes` |
| Cell Type Count | `8` |
| Clock sink total | `16` |
| Vias | `~320` |
| Port bufs | `17` |
| Vias per inst | `just under 3` |
| Crit path cell chain | `buf_2` |
| DP Area | `751 µm²` |
| P_leak | `around 0.36 nW` |
| DP HPWL | `798 µm` |
| Layout fillers | `approximately 380` |
| Row cnt | `21` |
| Final Cell Area | `around 730 µm²` |
| Clock Tree Root | `clkbuf_4` |
| Critical path class | `reg -> out` |
| Peak VDD IR | `between 0.7 and 0.8 mV` |
| Post-synth regs | `16` |
cell usage in the layout, fill, tap and decap left out:
cell type	instances
clkdlybuf4s50_1	1
clkbuf_2	4
nor2_1	2
and2b_1	6
buf_2	12
clkbuf_4	3
xnor2_1	2
nor2b_1	1
buf_4	7
nor2b_2	7
clkbuf_8	1
dfxtp_2	16
buf_12	1
kinds of logic after synthesis:
kind of cell	Yosys count	share of synthesized area (%)
buf+inv	17	22.3
xor+xnor	2	2.97
simple gates	16	20.4
flops	16	54.4
Yosys cell counts, drive strengths merged:
cell type	count
dfxtp	16
and2b	6
nor2b	8
nor2	2
xnor2	2
buf	17
routing by layer:
layer | up-vias | track usage [%] | share of wire [%]
met5 | - | 0 | 0
met2 | 15 | 4.49 | 40
met1 | 138 | 3.88 | 51
li1 | 162 | - | -
met3 | 2 | 2.05 | 8.0
met4 | 0 | 0.528 | 1.1
report_power, final:
part           internal, W           switching, W
Combinational    0.0000212              0.0000135
Sequential        0.000636  0.0000000000000000656
Clock             0.000222               0.000196
Total             0.000879               0.000209
through the flow:
step	instances	setup slack, ns
after floorplan	51	0.331
after global placement	104	-0.120
after detailed placement	104	-0.127
after CTS	109	0.000507
after global routing	109	0.0498
final	109	0.0847
layout make-up:
type                            count  share of cell area, %
Timing Repair Buffer               25                   22.1
Multi-Input combinational cell     18                   18.7
Tap cell                           46                   7.84
Sequential cell                    16                   46.3
Clock buffer                        4                   4.94
worst paths after layout:
kind | to | cells after the start | slack [ns] | startpoint
max | crc[4] | 1 | 0.08 | lfsr.D5.Q
min | lfsr.D14.Q | 1 | 0.46 | lfsr.D13.Q
max reg2reg | lfsr.D13.Q | 4 | 0.15 | lfsr.D12.Q
min reg2reg | lfsr.D14.Q | 1 | 0.46 | lfsr.D13.Q
repair_timing:
item / in CTS / in global routing
setup endpoints to repair: 16 / 4
pin swaps: 0 / 0
buffers inserted: 1 / 0
gates resized: 60 / 4
No activity file was given, so power comes from the tool's default toggle rates.
