File: flow/design.v
`timescale 1ns / 1ps
module CRC_Decoder(input [19:0]Din,
    input Clk,
    input R,
    input Ld,
    output [15:0] crc);
    wire shift_out;
    LSR_16 lsr(.Din(Din), .Clk(Clk), .Reset(R), .Ld(Ld) , .shift_out(shift_out));
    LFSR lfsr(.R(R), .Clk(Clk), .input_data(shift_out), .CRC_16(crc));
endmodule
`timescale 1ns / 1ps
module D_FF(input D,
    input Clk,
    input R,
    output reg Q);
    initial begin
        Q = 1'b0;
    end
    always @(posedge Clk)
    begin
        if(R)
            Q = 1'b0;
        else
            Q = D;
    end
endmodule
`timescale 1ns / 1ps
module LFSR(input input_data,
    input Clk, R,
    output [15:0]CRC_16);
    D_FF D1(.R(R), .Clk(Clk), .D(input_data^CRC_16[15]), .Q(CRC_16[0]));
    D_FF D2(.R(R), .Clk(Clk), .D(CRC_16[0]), .Q(CRC_16[1]));
    D_FF D3(.R(R), .Clk(Clk), .D(CRC_16[15]^CRC_16[1]),.Q(CRC_16[2]));
    D_FF D4(.R(R), .Clk(Clk), .D(CRC_16[2]),.Q(CRC_16[3]));
    D_FF D5(.R(R), .Clk(Clk), .D(CRC_16[3]),.Q(CRC_16[4]));
    D_FF D6(.R(R), .Clk(Clk), .D(CRC_16[4]),.Q(CRC_16[5]));
    D_FF D7(.R(R), .Clk(Clk), .D(CRC_16[5]),.Q(CRC_16[6]));
    D_FF D8(.R(R), .Clk(Clk), .D(CRC_16[6]),.Q(CRC_16[7]));
    D_FF D9(.R(R), .Clk(Clk), .D(CRC_16[7]),.Q(CRC_16[8]));
    D_FF D10(.R(R), .Clk(Clk), .D(CRC_16[8]),.Q(CRC_16[9]));
    D_FF D11(.R(R), .Clk(Clk), .D(CRC_16[9]),.Q(CRC_16[10]));
    D_FF D12(.R(R), .Clk(Clk), .D(CRC_16[10]),.Q(CRC_16[11]));
    D_FF D13(.R(R), .Clk(Clk), .D(CRC_16[11]),.Q(CRC_16[12]));
    D_FF D14(.R(R), .Clk(Clk), .D(CRC_16[12]),.Q(CRC_16[13]));
    D_FF D15(.R(R), .Clk(Clk), .D(CRC_16[13]),.Q(CRC_16[14]));
    D_FF D16(.R(R), .Clk(Clk), .D(CRC_16[14]^CRC_16[15]), .Q(CRC_16[15]));
endmodule
`timescale 1ns / 1ps
module LSR_16(input Clk, Reset , Ld,
    input [19:0] Din,
    output reg shift_out);
    reg [19:0] shift_data;
    always @(posedge Reset or posedge Ld)
    begin
        if(Reset)
            shift_data = 20'b0;
        else if(Ld)
            shift_data = Din[19:0];
    end
    always @(negedge Clk)
    if(Ld)
    begin
        shift_out <= shift_data[19];
        shift_data[19:1]<= shift_data[18:0];
        shift_data[0]<= 1'b0;
    end
endmodule
File: flow/run.sh
#!/bin/bash
# OpenROAD 26Q1-2900-gdf79404cd8, Yosys 0.63+post, stock flow scripts
make -C /OpenROAD-flow-scripts/flow DESIGN_CONFIG=/design/flow/config.mk WORK_HOME=/design/flow/orfs finish
File: flow/config.mk
export PLATFORM = sky130hd
export DESIGN_NAME = CRC_Decoder
export DESIGN_NICKNAME = CRC_Decoder
export VERILOG_FILES = /design/flow/design.v
export SDC_FILE = /design/flow/constraint.sdc
export NUM_CORES = 4
export LEC_CHECK = 1
export CORE_AREA = 10 10 76 76
export DIE_AREA = 0 0 86 86
File: flow/constraint.sdc
current_design CRC_Decoder

set clk_period 1.3
set clk_io_pct 0.2

create_clock -name clk0 -period $clk_period [get_ports {Clk}]
create_clock -name clk1 -period $clk_period [get_ports {Ld}]

set non_clock_inputs [all_inputs -no_clocks]
set_input_delay [expr $clk_period * $clk_io_pct] -clock clk0 $non_clock_inputs
set_output_delay [expr $clk_period * $clk_io_pct] -clock clk0 [all_outputs]
==> flow_summary.yaml <==
# implementation run metrics
outcome:
  outcome: "completed"
floorplanning:
  floorplan.io_pins: 39
  chip_height_um: 86
  fp.coreArea_um2: 4115
  die_area_um2: 7396
  dieWidth_um: 86
  initial_core_util_pct: 14.32
  rows: 23
clock_tree:
  htreeDepth: 1
  cts-root-to-sink-buffers: 2
  total_clock_buffers_created_by_cts: 3
  holdBufCountCts: 0
  tritoncts: "yes"
  clkSinkCount: 16
  clkSlewWorstSetupHoldPaths_ns: 0.06
  clock_tree_root: "sky130_fd_sc_hd__clkbuf_8"
worst_hold_path:
  hold_path_startpoint: "lfsr.D3.Q"
  classification_of_the_worst_slack_hold_path: "flip-flop to flip-flop"
setup_path:
  cell_type_of_the_slowest_stage_on_the_worst_timing_path: "sky130_fd_sc_hd__dfxtp_4"
  crit_start: "lfsr.D16.Q"
  crit-reg2reg-launch: "lfsr.D16.Q"
  regToRegSetupSlack_ns: 0.53
  cp_required_ns: 1.04
  crit_chain: "dlygate4sd2_1"
  cell_class_contributing_the_biggest_share_of_worst_path_delay: "flip-flops"
  worst-endpoint-arrival_ns: 0.82
  timing_worst_setup_path_type: "flip-flop to output port"
  crit_path_max_fanout: 2
  timing.critical_path.to_type: "output port"
  start_kind: "flip-flop"
  worst-path-buf-inv: 1
  cpPeakStageDelay_ns: 0.34
global_routing:
  grt.overflow.total: 0
  first_global_vias: 333
  grt_max_degree: 15
  global_route_wire_length_before_repair_um: 1662
  grt_antenna_before_repair: 0
  global_route.usage.total_pct: 2.873
power:
  static-leakage-power_uw: 0.0004642
  power_per_cell_area_nw_per_um2: 1080
  design_power_total_uw: 859.3
  vdd.ir_drop.worst_mv: 0.4311
flow_run:
  max_capacitance_violation_total: 0
  openroad.warnings: 47
cells_and_area:
  layout-drive-gt1-share_pct: 46.55
  area.growth.synth_to_final_pct: 35.03
  fill_cells: 446
  final-instance-count-excl-fill: 108
route:
  detail_route.wl_per_cell_um: 9.324
  via_count: 296
  route.detailed.drc: 0
  post_drt_via_cell_ratio: 2.741
  detailedRoute.firstIterationViolations: 4
  ant_nets: 0
  drtPass1Iterations: 2
  detail_route.wirelength_um: 1007
  ant_diodes: 0
timing:
  rsz0062_at_grt: "false"
  final_max_tran_viols: 0
  clock_skew_ns: 0.0003971
  setup-tns-final_ns: 0
  timing.max_slew.rel_slack_pct: 92.35
  setup_viol: 0
  report.final.hold_viol_count: 0
  worst_slew_pin_slew_ns: 0.1139
placement:
  placedCellCount: 103
  place.port_buffers: 17
  detailed_place_hpwl_um: 754
  globalplace.congestion: 0.6579
synthesis:
  mappedNetlistArea_um2: 589.3
  synth.yosys.warnings: 42
  netlist-cell-type-count: 8
  synth_seq_share_pct: 54.35
  ys.flops: 16
  synth.avg_cell_area_um2: 11.56
  largest_area_contributor_in_the_synthesized_netlist: "sky130_fd_sc_hd__dfxtp_1"
  yosys-stat-cells: 51
  ys_chip_area_um2: 589.3
  netlist_top_cells_area: "sky130_fd_sc_hd__dfxtp_1 (54%), sky130_fd_sc_hd__buf_4 (20%), sky130_fd_sc_hd__nor2b_2 (10%)"
  syn-instance-count: 51
  yosysTopAreaCellShare_pct: 54.35
registers in the layout (all words and copies together), names as in the netlist:
signal and count:
lfsr.D15.Q 1, lfsr.D7.Q 1, lfsr.D8.Q 1, lfsr.D11.Q 1, lfsr.D14.Q 1, lfsr.D3.Q 1, lfsr.D13.Q 1, lfsr.D1.Q 1
lfsr.D4.Q 1, lfsr.D6.Q 1, lfsr.D2.Q 1, lfsr.D16.Q 1, lfsr.D5.Q 1, lfsr.D12.Q 1, lfsr.D10.Q 1, lfsr.D9.Q 1
what timing repair did:
item	CTS	global route
resized	21	9
endpoints found under the setup margin	13	6
pin swaps	0	0
setup buffers	2	0
where the power goes:
part / total [uW] / switching (uW) / internal [uW]
Clock: 349 / 144 / 205
Combinational: 22.3 / 9.71 / 12.6
Sequential: 488 / 0.000000000920 / 488
synth_stat cells:
cell type	number
sky130_fd_sc_hd__xnor2_1	2
sky130_fd_sc_hd__nor2_1	2
sky130_fd_sc_hd__dfxtp_1	16
sky130_fd_sc_hd__nor2b_1	1
sky130_fd_sc_hd__buf_6	1
sky130_fd_sc_hd__buf_4	16
sky130_fd_sc_hd__and2b_1	6
sky130_fd_sc_hd__nor2b_2	7
path summary, 6_finish.rpt:
| path | endpoint | depth (start not counted) |
|---|---|---|
| max | crc[15] | 1 |
| min | lfsr.D4.Q | 1 |
| max reg2reg | lfsr.D16.Q | 3 |
| min reg2reg | lfsr.D4.Q | 1 |
logic make-up (layout without fill, tap and decap cells):
kind of cell              count (synthesis)  in the layout  share of synthesized area [%]
xor gates and xnor gates                  2              2                          2.973
and+or+nand+nor                          16             16                          20.38
DFF                                      16             16                          54.35
buffers and inverters                    17             24                          22.29
per-layer routing:
layer / track usage (%) / share of wire, % / vias up
met5: 0 / 0 / -
met4: 0.1497 / 0 / 0
met3: 2.669 / 16 / 0
met2: 4.327 / 44 / 13
met1: 3.041 / 39 / 130
li1: - / - / 153
layout make-up:
class                           instances  area (um^2)  area share, %
Tap cell                               50        62.56          7.862
Clock buffer                            3        41.29          5.189
Sequential cell                        16        339.1          42.61
Multi-Input combinational cell         18        137.6          17.30
Timing Repair Buffer                   21        215.2          27.04
through the flow:
stage                     cell area, um^2  hold WS, ns  setup WS, ns  util, %
after floorplan                     589.3       0.4348        0.5710        -
after global placement              718.2       0.4400       0.09933    17.45
after detailed placement            718.2       0.4485       0.09486    17.45
after CTS                           777.0       0.4580     0.0008338    18.88
after global routing                795.8       0.4737        0.1928    19.34
final                               795.8       0.4518        0.2229    19.34
cell usage in the layout (no fill, tap or decap):
cell / n
sky130_fd_sc_hd__dfxtp_2: 12
sky130_fd_sc_hd__buf_4: 3
sky130_fd_sc_hd__nor2_1: 2
sky130_fd_sc_hd__clkdlybuf4s50_1: 1
sky130_fd_sc_hd__dfxtp_1: 3
sky130_fd_sc_hd__clkbuf_8: 3
sky130_fd_sc_hd__dfxtp_4: 1
sky130_fd_sc_hd__dlygate4sd2_1: 10
sky130_fd_sc_hd__nor2b_2: 7
sky130_fd_sc_hd__dlymetal6s2s_1: 6
sky130_fd_sc_hd__nor2b_1: 1
sky130_fd_sc_hd__xnor2_1: 2
sky130_fd_sc_hd__and2b_1: 6
sky130_fd_sc_hd__buf_12: 1
worst reg2reg max path, stage by stage, from the launching register on:
cell,delay (ns)
sky130_fd_sc_hd__dfxtp_4,0.34
sky130_fd_sc_hd__buf_4,0.14
sky130_fd_sc_hd__xnor2_1,0.14
sky130_fd_sc_hd__nor2_1,0.05
No activity file was given, so power comes from the tool's default toggle rates.
