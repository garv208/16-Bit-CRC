==> flow/design.v <==
`timescale 1ns / 1ps
module CRC_encoder(input [3:0]Din,
    input Clk,
    input R,
    input Ld,
    output [15:0] crc);
    wire shift_out;
    LSR_1 lsr(.Din(Din), .Clk(Clk), .Reset(R), .Ld(Ld) , .shift_out(shift_out));
    LFSR lfsr(.R(R), .Clk(Clk), .input_data(shift_out), .CRC_16(crc));
endmodule
`timescale 1ns / 1ps
module D_FF(input D,
    input Clk,
    input R,
    output reg Q);
    initial begin
        Q = 1'b0;
    end
    always @(posedge Clk)
    begin
        if(R)
            Q = 1'b0;
        else
            Q = D;
    end
endmodule
`timescale 1ns / 1ps
module LFSR(input input_data,
    input Clk, R,
    output [15:0]CRC_16);
    D_FF D1(.R(R), .Clk(Clk), .D(input_data^CRC_16[15]), .Q(CRC_16[0]));
    D_FF D2(.R(R), .Clk(Clk), .D(CRC_16[0]), .Q(CRC_16[1]));
    D_FF D3(.R(R), .Clk(Clk), .D(CRC_16[15]^CRC_16[1]),.Q(CRC_16[2]));
    D_FF D4(.R(R), .Clk(Clk), .D(CRC_16[2]),.Q(CRC_16[3]));
    D_FF D5(.R(R), .Clk(Clk), .D(CRC_16[3]),.Q(CRC_16[4]));
    D_FF D6(.R(R), .Clk(Clk), .D(CRC_16[4]),.Q(CRC_16[5]));
    D_FF D7(.R(R), .Clk(Clk), .D(CRC_16[5]),.Q(CRC_16[6]));
    D_FF D8(.R(R), .Clk(Clk), .D(CRC_16[6]),.Q(CRC_16[7]));
    D_FF D9(.R(R), .Clk(Clk), .D(CRC_16[7]),.Q(CRC_16[8]));
    D_FF D10(.R(R), .Clk(Clk), .D(CRC_16[8]),.Q(CRC_16[9]));
    D_FF D11(.R(R), .Clk(Clk), .D(CRC_16[9]),.Q(CRC_16[10]));
    D_FF D12(.R(R), .Clk(Clk), .D(CRC_16[10]),.Q(CRC_16[11]));
    D_FF D13(.R(R), .Clk(Clk), .D(CRC_16[11]),.Q(CRC_16[12]));
    D_FF D14(.R(R), .Clk(Clk), .D(CRC_16[12]),.Q(CRC_16[13]));
    D_FF D15(.R(R), .Clk(Clk), .D(CRC_16[13]),.Q(CRC_16[14]));
    D_FF D16(.R(R), .Clk(Clk), .D(CRC_16[14]^CRC_16[15]), .Q(CRC_16[15]));
endmodule
`timescale 1ns / 1ps
module LSR_1(input Clk, Reset , Ld,
    input [3:0] Din,
    output reg shift_out);
    reg [19:0] shift_data;
    always @(posedge Reset or posedge Ld)
    begin
        if(Reset)
            shift_data = 20'b0;
        else if(Ld)
            shift_data = {Din, 16'b0000000000000000};  
    end
    always @(negedge Clk)
    if(Ld)
    begin
        shift_out <= shift_data[19];
        shift_data[19:1]<= shift_data[18:0];
        shift_data[0]<= 1'b0;
    end
endmodule
==> flow/run.sh <==
#!/bin/bash
# OpenROAD 26Q1-2900-gdf79404cd8, Yosys 0.63+post, stock flow scripts
make -C /OpenROAD-flow-scripts/flow DESIGN_CONFIG=/design/flow/config.mk WORK_HOME=/design/flow/orfs finish
==> flow/config.mk <==
export PLATFORM = sky130hd
export DESIGN_NAME = CRC_encoder
export DESIGN_NICKNAME = CRC_encoder
export VERILOG_FILES = /design/flow/design.v
export SDC_FILE = /design/flow/constraint.sdc
export NUM_CORES = 4
export LEC_CHECK = 1
export CORE_AREA = 10 10 76 76
export DIE_AREA = 0 0 86 86
==> flow/constraint.sdc <==
current_design CRC_encoder

set clk_period 1.3
set clk_io_pct 0.2

create_clock -name clk0 -period $clk_period [get_ports {Clk}]
create_clock -name clk1 -period $clk_period [get_ports {Ld}]

set non_clock_inputs [all_inputs -no_clocks]
set_input_delay [expr $clk_period * $clk_io_pct] -clock clk0 $non_clock_inputs
set_output_delay [expr $clk_period * $clk_io_pct] -clock clk0 [all_outputs]
==> deck_impl_summary.md <==
Flow Results at a Glance

Cells and area
  • Area grow syn2layout: 35.0%
  • Fill cells: roughly 450
  • Sequential cell area: approximately 340 sq um
  • Logic area: between 100 and 150 sq um
  • Share of layout cells above drive strength 1: between 40% and 50%

Setup path
  • Delay-heaviest family, CP: flip-flops
  • Worst r2r path cells: 3
  • CP required: 1040 ps
  • Largest stage delay, worst path: between 300 and 400 ps
  • CP Launch Type: flop
  • CP arrival: between 800 and 900 ps
  • CP max FO: 2
  • CP max-delay cell: dfxtp_4
  • Critical Path Sink Type: output port
  • Setup Crit Path Kind: flop to output port
  • Cells along the critical path: dlygate4sd2_1
  • Crit path depth: 1
  • Crit path buf inv count: 1

Route
  • Residual DRC: 0
  • Final WL: between 1000 and 1500 microns
  • Vias per inst: 2.74
  • Initial DRC count: 4
  • Ant diodes: 0
  • Via count: just under 300
  • Initial DRT Pass Iterations: 2
  • Routed WL per cell: between 9 and 10 microns
  • Number of routed nets with antenna violations: 0

Pwr
  • Internal power: slightly above 700 uW
  • Switch share: 17.9%
  • Comb power frac: 2.6%
  • Seq pwr share: between 50% and 60%
  • PwrDens: 1080 nW/um^2
  • Lkg Pwr: roughly 0.00046 uW
  • Switching Power: about 150 uW
  • Clock power share: 40.6%
  • VDD IR max: ~0.00043 V

Job
  • Stage-log warning count: 31
  • Max_cap viols: 0

CTS
  • Clock root buffer: clkbuf_8
  • CTS Buf Count: 3
  • Worst-path clk slew: approximately 60 ps
  • Clk sinks: 16
  • Worst-case clock buffer depth: 2
  • CTS Hold Bufs: 0
  • CTS tree: built
  • H-tree depth: 1

Synthesis
  • Yosys stat chip area: 589 sq um
  • Post-synth top cells: 16 x buf_4, 16 x dfxtp_1, 7 x nor2b_2, 6 x and2b_1
  • Dominant synthesized flop cell: dfxtp_1
  • # Cells Yosys: approximately 51
  • Largest area contributor in the netlist: dfxtp_1
  • Distinct lib cells: 8
  • Post-synth seq share: 54.4%
  • Post-Syn Area per Cell: between 10 and 15 sq um
  • Max-area cell share: a little over half
  • Yosys warning total: 42
  • Synth flops: 16
  • Async set-reset flop share out of synthesis: 0%
  • Synth Cell Area: ~600 sq um
  • Main area contributors: dfxtp_1 54%, buf_4 20%, nor2b_2 10%
  • Cell count after synthesis: 51
  • Number of flops mapped to enable cells by yosys: 0

Timing
  • Max-slew violations: 0
  • Setup ws final: between 200 and 250 ps
  • Clock skew: 0.397 ps
  • Setup Viol. Count Final: 0
  • Slew HR: roughly 90%
  • Setup TNS: 0 ps
  • Fin. Hold Viols: 0
  • RSZ-0062 raised after global routing: no
  • Worst Tran Pin Value: roughly 110 ps

Global routing
  • GR Overflow Total: 0
  • Largest net degree at the start of global routing: 15
  • Vias in the first global route: 333
  • GR Util All Layers: under 10%
  • Wire length of the first global-routing pass: between 1500 and 2000 microns
  • Initial antenna violation count: 0

Floorplan
  • Die Y: around 86 microns
  • Chip area: roughly 7400 sq um
  • Rows: 23
  • Core area: 4120 sq um
  • Die Wd: 86 microns
  • Fp util: 14.3%
  • Io pins: 23

Outcome
  • Status: finished clean

Placed design
  • Hpwl dp: 754 microns
  • Routability cong.: 0.658
  • Dpl ws: between 90 and 100 ps
  • IO buf count: 17

Worst hold path
  • Worst Hold Class: flop to flop
  • Hold path cells: 1
## cells in the final DEF (no fill, tap or decap), types with 2 or more instances in the layout
cell,count
xnor2_1,2
and2b_1,6
dfxtp_2,12
clkbuf_8,3
dlygate4sd2_1,10
dfxtp_1,3
buf_4,3
nor2_1,2
nor2b_2,7
dlymetal6s2s_1,6
## worst register-to-register path, stage by stage, from the launching register on
cell     delay [ps]
dfxtp_4         340
buf_4           140
xnor2_1         140
nor2_1           50
## path summary, 6_finish.rpt
path / start / endpoint / slack, ps
setup reg to reg: lfsr.D16.Q$_SDFF_PP0_ / lfsr.D16.Q$_SDFF_PP0_ / 530
setup / recovery: lfsr.D16.Q$_SDFF_PP0_ / crc[15] / 220
hold reg to reg: lfsr.D3.Q$_SDFF_PP0_ / lfsr.D4.Q$_SDFF_PP0_ / 450
hold / removal: lfsr.D3.Q$_SDFF_PP0_ / lfsr.D4.Q$_SDFF_PP0_ / 450
## metrics by stage
| stage | area, sq um | std cells | hold WS, ps | utilization, % | total power (uW) |
|---|---|---|---|---|---|
| floorplan | 589 | 51 | 435 | - | 511 |
| global placement | 718 | 103 | 440 | 17.5 | 524 |
| detailed placement | 718 | 103 | 449 | 17.5 | 524 |
| CTS | 777 | 108 | 458 | 18.9 | 883 |
| global route | 796 | 108 | 474 | 19.3 | 902 |
| finish | 796 | 108 | 452 | 19.3 | 859 |
## power groups by stage
stage | Clock (uW) | Combinational, uW | Sequential [uW]
final | 349 | 22.3 | 488
after global routing | 390 | 24.4 | 488
after CTS | 372 | 22.9 | 488
## kinds of logic (layout without fill, tap and decap cells)
| logic type | Yosys count | after routing | share of synthesized area, % |
|---|---|---|---|
| buffers and inverters | 17 | 24 | 22.3 |
| flip-flops | 16 | 16 | 54.4 |
| AND/OR/NAND/NOR | 16 | 16 | 20.4 |
| XOR/XNOR | 2 | 2 | 2.97 |
## area by class of cell
class / instances / area share (%)
Sequential cell: 16 / 42.6
Multi-Input combinational cell: 18 / 17.3
Tap cell: 50 / 7.86
Clock buffer: 3 / 5.19
Timing Repair Buffer: 21 / 27.0
## per-layer routing
layer	wire, microns	vias up	GRT usage (%)
met1	394	130	3.04
met5	0	-	0
met2	446	13	4.33
met4	0	0	0.150
met3	166	0	2.67
li1	-	153	-
## what timing repair did
action	4_1_cts	5_1_grt
setup endpoints to repair	13	6
resized	21	9
buffers inserted	2	0
endpoints found under the hold margin	0	0
Power figures rest on the tool's default switching activity, not on a simulated workload.
